==> design/flow/design.v <==
module PwmCtrl (
	RST_N,
	CLK,
	LED,
	HEX0,
	HEX1,
	HEX2,
	HEX3,
	HEX4,
	HEX5,
	PUSH
 ); 
input		CLK, RST_N;
output		[9:0] LED;
output		[6:0] HEX0;
output		[6:0] HEX1;
output		[6:0] HEX2;
output		[6:0] HEX3;
output		[6:0] HEX4;
output		[6:0] HEX5;
input		[3:0] PUSH;
reg [27:0]	counter0;
wire 		counter0_clr, counter0_dec;
wire [27:0] Decode0;
wire [27:0] Period0;
reg [27:0]	counter1;
wire 			counter1_clr, counter1_dec;
wire [27:0] Decode1;
wire [27:0] Period1;
reg [27:0]	counter2;
wire 			counter2_clr, counter2_dec;
wire [27:0] Decode2;
wire [27:0] Period2;
reg [27:0]	counter3;
wire 			counter3_clr, counter3_dec;
wire [27:0] Decode3;
wire [27:0] Period3;
reg [27:0]	counter4;
wire 			counter4_clr, counter4_dec;
wire [27:0] Decode4;
wire [27:0] Period4;
reg [27:0]	counter5;
wire 			counter5_clr, counter5_dec;
wire [27:0] Decode5;
wire [27:0] Period5;
reg [27:0]	counter6;
wire 			counter6_clr, counter6_dec;
wire [27:0] Decode6;
wire [27:0] Period6;
reg [27:0]	counter7;
wire 			counter7_clr, counter7_dec;
wire [27:0] Decode7;
wire [27:0] Period7;
assign LED[0] = counter0_dec;
assign LED[1] = counter1_dec;
assign LED[2] = counter2_dec;
assign LED[3] = counter3_dec;
assign LED[4] = counter4_dec;
assign LED[5] = counter5_dec;
assign LED[6] = counter6_dec;
assign LED[7] = counter7_dec;
assign LED[8] = ~counter0_dec;
assign LED[9] = ~counter1_dec;
always @(negedge RST_N or posedge CLK)
begin
	if (RST_N == 1'b0) begin
		counter0 <= 0;
	end else begin
		if(counter0_clr == 1'b1) begin
			counter0 <= 0;
		end else begin
			counter0 <= counter0 + 1;
		end
	end
end
assign counter0_clr = (counter0 >= Period0-1) ? 1'b1 : 1'b0;
assign counter0_dec = (counter0 < Decode0) ? 1'b1 : 1'b0;
always @(negedge RST_N or posedge CLK)
begin
	if (RST_N == 1'b0) begin
		counter1 <= 0;
	end else begin
		if(counter1_clr == 1'b1) begin
			counter1 <= 0;
		end else begin
			counter1 <= counter1 + 1;
		end
	end
end
assign counter1_clr = (counter1 >= Period1-1) ? 1'b1 : 1'b0;
assign counter1_dec = (counter1 < Decode1) ? 1'b1 : 1'b0;
always @(negedge RST_N or posedge CLK)
begin
	if (RST_N == 1'b0) begin
		counter2 <= 0;
	end else begin
		if(counter2_clr == 1'b1) begin
			counter2 <= 0;
		end else begin
			counter2 <= counter2 + 1;
		end
	end
end
assign counter2_clr = (counter2 >= Period2-1) ? 1'b1 : 1'b0;
assign counter2_dec = (counter2 < Decode2) ? 1'b1 : 1'b0;
always @(negedge RST_N or posedge CLK)
begin
	if (RST_N == 1'b0) begin
		counter3 <= 0;
	end else begin
		if(counter3_clr == 1'b1) begin
			counter3 <= 0;
		end else begin
			counter3 <= counter3 + 1;
		end
	end
end
assign counter3_clr = (counter3 >= Period3-1) ? 1'b1 : 1'b0;
assign counter3_dec = (counter3 < Decode3) ? 1'b1 : 1'b0;
always @(negedge RST_N or posedge CLK)
begin
	if (RST_N == 1'b0) begin
		counter4 <= 0;
	end else begin
		if(counter4_clr == 1'b1) begin
			counter4 <= 0;
		end else begin
			counter4 <= counter4 + 1;
		end
	end
end
assign counter4_clr = (counter4 >= Period4-1) ? 1'b1 : 1'b0;
assign counter4_dec = (counter4 < Decode4) ? 1'b1 : 1'b0;
always @(negedge RST_N or posedge CLK)
begin
	if (RST_N == 1'b0) begin
		counter5 <= 0;
	end else begin
		if(counter5_clr == 1'b1) begin
			counter5 <= 0;
		end else begin
			counter5 <= counter5 + 1;
		end
	end
end
assign counter5_clr = (counter5 >= Period5-1) ? 1'b1 : 1'b0;
assign counter5_dec = (counter5 < Decode5) ? 1'b1 : 1'b0;
always @(negedge RST_N or posedge CLK)
begin
	if (RST_N == 1'b0) begin
		counter6 <= 0;
	end else begin
		if(counter6_clr == 1'b1) begin
			counter6 <= 0;
		end else begin
			counter6 <= counter6 + 1;
		end
	end
end
assign counter6_clr = (counter6 >= Period6-1) ? 1'b1 : 1'b0;
assign counter6_dec = (counter6 < Decode6) ? 1'b1 : 1'b0;
always @(negedge RST_N or posedge CLK)
begin
	if (RST_N == 1'b0) begin
		counter7 <= 0;
	end else begin
		if(counter7_clr == 1'b1) begin
			counter7 <= 0;
		end else begin
			counter7 <= counter7 + 1;
		end
	end
end
assign counter7_clr = (counter7 >= Period7-1) ? 1'b1 : 1'b0;
assign counter7_dec = (counter7 < Decode7) ? 1'b1 : 1'b0;
assign Period0 = 28'h3000000;
assign Decode0 = 28'h1800000;
assign Period1 = 28'h3000000;
assign Decode1 = 28'h1800000;
assign Period2 = 28'h3000000;
assign Decode2 = 28'h1800000;
assign Period3 = 28'h3000000;
assign Decode3 = 28'h1800000;
assign Period4 = 28'h3000000;
assign Decode4 = 28'h1800000;
assign Period5 = 28'h3000000;
assign Decode5 = 28'h1800000;
assign Period6 = 28'h3000000;
assign Decode6 = 28'h1800000;
assign Period7 = 28'h3000000;
assign Decode7 = 28'h1800000;
assign HEX0 = 7'h01;
assign HEX1 = 7'h02;
assign HEX2 = 7'h04;
assign HEX3 = 7'h08;
assign HEX4 = 7'h10;
assign HEX5 = 7'h5a;
endmodule
module top_de1_vga(
      output             ADC_CONVST,
      output             ADC_DIN,
      input              ADC_DOUT,
      output             ADC_SCLK,
      input              AUD_ADCDAT,
      inout              AUD_ADCLRCK,
      inout              AUD_BCLK,
      output             AUD_DACDAT,
      inout              AUD_DACLRCK,
      output             AUD_XCK,
      input              CLOCK2_50,
      input              CLOCK3_50,
      input              CLOCK4_50,
      input              CLOCK_50,
      output             FAN_CTRL,
      output             FPGA_I2C_SCLK,
      inout              FPGA_I2C_SDAT,
      inout     [35:0]         GPIO_0,
      inout     [35:0]         GPIO_1,
      output      [6:0]  HEX0,
      output      [6:0]  HEX1,
      output      [6:0]  HEX2,
      output      [6:0]  HEX3,
      output      [6:0]  HEX4,
      output      [6:0]  HEX5,
      input              IRDA_RXD,
      output             IRDA_TXD,
      input       [3:0]  KEY,
      output      [9:0]  LEDR,
      inout              PS2_CLK,
      inout              PS2_CLK2,
      inout              PS2_DAT,
      inout              PS2_DAT2,
      input       [9:0]  SW,
      input              TD_CLK27,
      input      [7:0]  TD_DATA,
      input             TD_HS,
      output             TD_RESET_N,
      input             TD_VS,
      output      [7:0]  VGA_B,
      output             VGA_BLANK_N,
      output             VGA_CLK,
      output      [7:0]  VGA_G,
      output             VGA_HS,
      output      [7:0]  VGA_R,
      output             VGA_SYNC_N,
      output             VGA_VS
);
PwmCtrl 
    PwmCtrl_U00 (
	.RST_N  (KEY[3]),
	.CLK    (CLOCK_50),
	.LED    (LEDR),
	.HEX0   (HEX0),
	.HEX1   (HEX1),
	.HEX2   (HEX2),
	.HEX3   (HEX3),
	.HEX4   (HEX4),
	.HEX5   (HEX5),
	.PUSH   (KEY)
 ); 
endmodule
==> design/flow/run.sh <==
#!/bin/bash
# OpenROAD 26Q1-2900-gdf79404cd8, Yosys 0.63+post, stock flow scripts
make -C /OpenROAD-flow-scripts/flow DESIGN_CONFIG=/design/flow/config.mk WORK_HOME=/design/flow/orfs finish
==> design/flow/config.mk <==
export PLATFORM = sky130hd
export DESIGN_NAME = top_de1_vga
export DESIGN_NICKNAME = top_de1_vga
export VERILOG_FILES = /design/flow/design.v
export SDC_FILE = /design/flow/constraint.sdc
export NUM_CORES = 4
export LEC_CHECK = 1
export CORE_UTILIZATION = 40
==> design/flow/constraint.sdc <==
current_design top_de1_vga

set clk_period 4.2
set clk_io_pct 0.2

create_clock -name clk0 -period $clk_period [get_ports {CLOCK_50}]

set non_clock_inputs [all_inputs -no_clocks]
set_input_delay [expr $clk_period * $clk_io_pct] -clock clk0 $non_clock_inputs
set_output_delay [expr $clk_period * $clk_io_pct] -clock clk0 [all_outputs]
==> results.tsv <==
metric	value	unit
synth_top_cell_by_count	nor2_1	
grt_max_degree	103	
drt_wl_total	17150	µm
yosys_cells	1145	
rsz0062_at_grt	false	
clock_sinks	224	
p_int	3.647	mW
syn2layout_area_growth	9.474	%
io_pins	202	
fin_skew	0.01424	ns
p_total	4.607	mW
drc	0	
path_class	reg2out	
core_area	27710	µm²
drv_slew	0	
synthFlopType	dfrtp_1	
finalClockPeriodUsage	0.6813	
ant_nets	0	
drive_above_1_share	0.06460	
grt.overflow.total	0	
holdCritPathClass	in2async	
crit_path_start_kind	flip-flop	
postCtsSetupRepairBufs	0	
comb_power_share	0.034	
min_period	2.861	ns
dp_hpwl	10410	µm
path_buffers	1	
fp-row-count	61	
drt_iter0_drc	388	
crit_required	3.36	ns
crit_family	buffers and inverters	
p_seq_frac	0.479	
n_antenna_cell	0	
grt_usage	0.1303	
ys_seq_frac	0.4982	
p_sw_frac	0.2084	
finalSetupViolCount	0	
cp_slowest_stage_delay	0.48	ns
max_freq	0.3495	GHz
drtPass1Iterations	6	
warning_count	137	
fill_cells	2534	
relSlewSlack	0.4575	
yosys_warnings	39	
worst_pin_slew	0.8063	ns
drv_cap	0	
outcome	completed	
hold_violations	0	
fin_cells	1570	
dieHeight	169.7	µm
slowest_stage	clkdlybuf4s50_1	
viasPerCell	4.588	
reg2reg_depth	5	
ys_chip_area	11250	µm²
synthTopCellsByArea	dfrtp_1 50%, nor2_1 8.2%, xor2_1 8.0%	
power.switching	960.2	µW
io_buffers	11	
tritoncts	done	
cts_buffers	24	
ir_drop	0.2608	mV
root_buffer	clkbuf_16	
async_flop_share	1.000	
power.density	374.0	nW/µm²
vias	7203	
p_leak	5.249	nW
die-area	28800	µm²
ys_ff	224	
netlist_top_cells_count	245 x nor2_1, 224 x dfrtp_1, 103 x xor2_1	
pwr-share-clk	0.487	
synth_area	11250	µm²
h-tree-depth	1	
top_area_frac	0.4982	
yosysUniqueCellTypes	43	
antenna_found_initial	0	
fp_util	0.4061	
whs	0.3350	ns
grt_pass1_wl	31110	µm
worstPathArrival	2.02	ns
ctsResizeCount	0	
clockBufferDepth	3	
gp_congestion	0.7771	
dp.cells	1527	
yosys.area.top_type	dfrtp_1	
ctsHoldBuffers	0	
untimed_endpoints	80	
netlist_instances	1145	
die_width	169.7	µm
edf_count	0	
path_clk_slew	0.06	ns
grt_pass1_vias	6841	
setup_tns	0	ns
crit_cells	3	
syn-mean-instance-area	9.827	µm²
crit_chain	nor3_1 -> a21boi_0 -> clkdlybuf4s50_1	
cp_max_fo	3	
end_kind	output pin	
wl_per_cell	10.92	µm
clkLatencyLatePin	0.51	ns
==> per-stage QoR <==
stage / instance area [µm²] / setup WS [ns] / utilization
2_1_floorplan: 11600 / 2.277 / -
3_3_place_gp: 11460 / 1.661 / 0.4136
3_5_place_dp: 11460 / 1.655 / 0.4136
4_1_cts: 12320 / 1.290 / 0.4446
5_1_grt: 12320 / 1.219 / 0.4446
6_report: 12320 / 1.339 / 0.4446
==> metal layers <==
metal | wire, µm | share of wire | global-route usage | up-vias
li1 | - | - | - | 3714
met1 | 8923 | 0.52 | 0.2099 | 3368
met2 | 7243 | 0.42 | 0.1937 | 96
met3 | 616 | 0.036 | 0.02019 | 25
met4 | 365 | 0.021 | 0.02507 | 0
met5 | 0 | 0 | 0 | -
==> final cells by class <==
| cell class | count | area [µm²] | share of cell area |
|---|---|---|---|
| inverter | 28 | 105.1 | 0.008532 |
| clock inverter | 9 | 148.9 | 0.01209 |
| clock buffer | 34 | 709.4 | 0.05759 |
| multi-input combinational | 879 | 5096 | 0.4137 |
| timing repair buffer | 18 | 180.2 | 0.01463 |
| tap | 378 | 473.0 | 0.03840 |
| sequential | 224 | 5605 | 0.4551 |
==> kinds of logic after synthesis <==
logic type	synth area share
buf+inv	0.08028
compound gates	0.01590
flops	0.4982
fa+ha+maj	0.008896
other cells	0.0006674
simple gates	0.2505
xor+xnor	0.1456
==> final timing paths <==
check	start	end	slack (ns)
hold / removal	KEY[3]	PwmCtrl_U00.counter7[10]	0.33
max in group asynchronous	KEY[3]	PwmCtrl_U00.counter2[9]	2.90
hold reg to reg	PwmCtrl_U00.counter0[0]	PwmCtrl_U00.counter0[0]	0.47
setup / recovery	PwmCtrl_U00.counter5[25]	LEDR[5]	1.34
setup reg to reg	PwmCtrl_U00.counter5[9]	PwmCtrl_U00.counter5[19]	1.63
min in group clk0	PwmCtrl_U00.counter0[0]	PwmCtrl_U00.counter0[0]	0.47
==> cell usage in the layout (no fill, tap or decap), types with 5 or more instances in the layout <==
master           instances
and2_1                   6
or2_2                    9
ha_1                     8
clkbuf_8                 5
and4_1                  21
xor2_1                 103
dfrtp_1                224
clkbuf_16               25
clkdlybuf4s50_1         10
nor3_1                  32
nand2_1                 63
inv_1                   28
nor2_1                 245
nand4_1                 60
conb_1                  96
nand3_1                 74
xnor2_1                 84
nor4_1                  13
and3_1                  17
buf_4                    6
==> sequential cells by signal, summed over array words and instances, names as in the netlist <==
signal,cells
PwmCtrl_U00.counter0,28
PwmCtrl_U00.counter1,28
PwmCtrl_U00.counter2,28
PwmCtrl_U00.counter3,28
PwmCtrl_U00.counter4,28
PwmCtrl_U00.counter5,28
PwmCtrl_U00.counter6,28
PwmCtrl_U00.counter7,28
==> power by group through the flow <==
stage	logic [mW]	clock network (mW)	registers (mW)
final	0.156	2.24	2.21
after CTS	0.164	2.33	2.21
after global routing	0.187	2.42	2.21
No activity file was given, so power comes from the tool's default toggle rates.
